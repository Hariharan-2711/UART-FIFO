==> ./design.v <==
module transmitter(pc_t,tx,dma_txend,clk,fifo_status);
    input[7:0] pc_t;
    input clk;
    input fifo_status;
    output reg tx;
    output reg dma_txend;
    reg[7:0] mem_t[0:1023];
    reg txrdy;
    parameter tx_idle = 2'b00;
    parameter tx_start = 2'b01;
    parameter tx_data = 2'b10;
    parameter tx_stop = 2'b11;
    integer index;
    reg[1:0] mode = 2'b00;
    integer clk_count;
    reg[7:0] thr;
    reg[9:0] tsr;
    always@(posedge clk)
      begin
       if(fifo_status==1'b1)
        begin
         thr <= pc_t;
         case(mode)
             tx_idle: begin
                         tx <= 1;
                         txrdy <= 1;
                         clk_count <= 0;
                         dma_txend <= 1;
                         index = 0;
                         if(txrdy==1)
                           begin
                              tsr <= {{1'b1},{thr[7:0]},{1'b0}};
                              mode <= tx_start;
                           end
                         else
                           begin
                              mode <= tx_idle;
                           end
                       end
             tx_start: begin
                          txrdy <= 0;
                          tx <= tsr[index]; 
                          if(clk_count <= 867)
                            begin
                              clk_count <= clk_count+1;
                              mode <= tx_start;
                              dma_txend <= 1'b0;
                            end
                          else
                            begin
                              clk_count <= 0;
                              index <= index+1;
                              mode <= tx_data;
                            end
                       end
             tx_data: begin
                          tx <= tsr[index];
                          if(clk_count <= 867)
                            begin
                               clk_count <= clk_count+1;
                               mode <= tx_data;
                            end
                          else
                            begin
                               clk_count <= 0;
                               if(index<8)
                                 begin
                                   index <= index+1;
                                   mode <= tx_data;
                                 end
                               else
                                 begin
                                   mode <= tx_stop;
                                   index <= 9;
                                 end
                            end
                      end
             tx_stop: begin
                          tx <= tsr[index];
                          if(clk_count <= 867)
                            begin
                               clk_count <= clk_count+1;
                               mode <= tx_stop;
                            end
                           else
                            begin
                               clk_count <= 0;
                               dma_txend <= 1;
                               mode <= tx_idle;
                            end
                      end
             default: begin
                          clk_count <= 0;
                          dma_txend <= 0;
                          mode <= tx_idle;
                          index <= 0;
                      end
         endcase
       end
      end 
endmodule 
==> ./config.mk <==
export PLATFORM = sky130hd
export DESIGN_NAME = transmitter
export DESIGN_NICKNAME = transmitter
export VERILOG_FILES = /design/flow/design.v
export SDC_FILE = /design/flow/constraint.sdc
export NUM_CORES = 4
export LEC_CHECK = 1
export CORE_UTILIZATION = 30
==> ./constraint.sdc <==
current_design transmitter

set clk_period 5.7
set clk_io_pct 0.2

create_clock -name clk0 -period $clk_period [get_ports {clk}]

set non_clock_inputs [all_inputs -no_clocks]
set_input_delay [expr $clk_period * $clk_io_pct] -clock clk0 $non_clock_inputs
set_output_delay [expr $clk_period * $clk_io_pct] -clock clk0 [all_outputs]
==> ./run.sh <==
#!/bin/bash
# OpenROAD 26Q1-2900-gdf79404cd8, Yosys 0.63+post, stock flow scripts
make -C /OpenROAD-flow-scripts/flow DESIGN_CONFIG=/design/flow/config.mk WORK_HOME=/design/flow/orfs finish
==> impl_metrics.toml <==
# yosys + openroad results
[floorplanning]
die_y_um = 124.5
num_rows = 44
core_mm2 = 0.01459
ios = 12
die_w_um = 124.5
die_area_mm2 = 0.01549
fp-utilization_pct = 30.83

[min_path]
min_from = "thr[6]$_DFFE_PP_"
hold_end = "tsr[7]$_DFFE_PP_"
hold_depth = 0
hp-class = "reg2reg"

[timing]
skew_ns = 0.01051
tightest_slew_ns = 0.7707
rsz0062_at_grt = "false"
final-setup-viol-count = 0
hold_slack_ns = 0.4181
min_period_ns = 2.448
slew_violations = 0
finalCritPeriodShare_pct = 42.95
setup_tns_ns = 0
slew_headroom_pct = 48.43
timing.fmax_mhz = 408.5
final-hold-violation-count = 0

[run_status]
status = "finished, final reports clean"

[global_routing]
grt_pass1_vias = 2711
grt_pass1_wl_um = 13280
top_usage_layer = "met1"
grtUsageTotal_pct = 10.92
met3_usage_pct = 2.846
grt_max_degree = 33
antenna_found_initial = 0
gr-total-overflow = 0
grtUsageMet2_pct = 15.73
use_met1_pct = 17.90

[clock_network]
cts_tree = "built"
root_buffer = "clkbuf_16"
cts_resized = 0
numCtsBuffers = 9
clk_latency_ns = 0.34
hold_buffers = 0
clkSinkCount = 85
clock_path_buffers = 2
clk_pin_slew_ns = 0.07
post-cts-setup-buffers = 0
h-tree-depth = 3

[logic_synthesis]
yosysTopAreaCell = "edfxtp_1"
top_cells_by_count = "85 x edfxtp_1, 76 x nor2_1, 32 x xor2_1, 30 x nand3_1, 26 x xnor2_1"
async_flop_share_pct = 0
ys_warn_count = 1
ys_cells = 399
edf_count = 85
ys_chip_area_mm2 = 0.004498
netlist_instances = 399
yosysSeqAreaShare_pct = 56.75
netlist.top_cell.by_instances = "edfxtp_1"
synth.top_cell.area_share_pct = 56.75
syn_area_mm2 = 0.004498
ys.flop_type = "edfxtp_1"
synthTopCellsByArea = "edfxtp_1 57%, nor2_1 6.3%, xor2_1 6.2%, xnor2_1 5.1%, nand3_1 3.3%"
ys_types = 40
syn_area_per_cell_um2 = 11.27
ys.flops = 85

[placement]
hpwl_um = 5471
gp_congestion = 0.8031
portBuffers = 11

[routing]
vias = 2956
diodes = 0
drc_errors = 0
wl_um = 8113
wl_per_cell_um = 13.50
viasPerCell = 4.918
final_antenna_net_count = 0
drtIter0Drc = 129
firstDrtPassIters = 5

[worst_setup_path]
startpoint_type = "flop"
cp.arrival_ns = 2.64
rrSetupSlack_ns = 3.25
required_ns = 5.90
r2r-end = "clk_count[2]$_SDFFCE_PN0P_"
crit_path_end_kind = "flop"
worstSetupPathType = "reg2reg"
reg2reg_depth = 6
worstPathMaxFanout = 17
rr_startpoint = "clk_count[27]$_SDFFCE_PN0P_"

[cells_and_area]
drive_above_1_share_pct = 7.674
combGateArea_mm2 = 0.001887
n_fill_cell = 1377
seq_area_mm2 = 0.002552
syn_to_final_growth_pct = 13.66

[run]
cap_violations = 0
warning_count = 30

[pwr]
power.density_mw_per_mm2 = 293.2
p_leak_nw = 1.612
irDropWorstVdd_v = 0.0001701
==> registers in the layout, summed over array words and instances (netlist names) <==
| name | cells |
|---|---|
| tsr | 8 |
| index | 32 |
| clk_count | 32 |
| dma_txend | 1 |
| txrdy | 1 |
| tx | 1 |
| mode | 2 |
| thr | 8 |
==> worst max-delay path by stage <==
stage                                        from                          end  slack, ns  cells after the start
after CTS             clk_count[27]$_SDFFCE_PN0P_   clk_count[2]$_SDFFCE_PN0P_       3.21                      6
after global routing  clk_count[27]$_SDFFCE_PN0P_  clk_count[14]$_SDFFCE_PN0P_       3.05                      6
final                 clk_count[27]$_SDFFCE_PN0P_   clk_count[2]$_SDFFCE_PN0P_       3.25                      6
==> critical path, stage by stage (launching register included) <==
cell      delay, ns
edfxtp_1       0.46
nor4_1         0.39
and4_1         0.25
a41o_1         0.31
nand2b_1       0.40
buf_4          0.36
nor2_1         0.13
==> power breakdown <==
part / switching, mW / leakage [nW] / total [mW] / internal, mW
combinational: 0.0846 / 0.635 / 0.148 / 0.0638
sequential: 0.0590 / 0.847 / 0.814 / 0.755
clock: 0.238 / 0.131 / 0.537 / 0.299
==> kinds of logic (layout without fill, tap and decap cells) <==
| logic type | count (synthesis) | count (layout) | share of synthesized area, % |
|---|---|---|---|
| buf+inv | 21 | 39 | 1.780 |
| mux | 4 | 4 | 1.196 |
| flops | 85 | 85 | 56.75 |
| compound gates | 20 | 20 | 2.754 |
| simple gates | 203 | 203 | 24.01 |
| fa+ha+maj | 8 | 8 | 2.225 |
| xor+xnor | 58 | 58 | 11.29 |
==> stage by stage <==
step                      setup slack (ns)  util (%)  area [um^2]  instances  power (mW)
after floorplan                      2.493         -         4498        399      0.9155
after global placement               2.971     33.14         4835        585      0.9710
after detailed placement             2.904     33.14         4835        585      0.9752
after CTS                            3.209     35.04         5112        601       1.517
after global routing                 3.046     35.04         5112        601       1.565
final                                3.252     35.04         5112        601       1.499
==> cell usage in the layout (no fill, tap or decap), drive strengths merged <==
| master | instances |
|---|---|
| edfxtp | 85 |
| or3 | 3 |
| buf | 5 |
| nor4 | 21 |
| clkinvlp | 2 |
| o311ai | 1 |
| nor3 | 5 |
| a21oi | 7 |
| nor2 | 76 |
| and4 | 7 |
| o21a | 1 |
| clkbuf | 10 |
| mux2i | 2 |
| xor2 | 32 |
| and2b | 1 |
| nand3 | 32 |
| inv | 9 |
| mux4 | 1 |
| mux2 | 1 |
| o211ai | 1 |
| clkdlybuf4s50 | 10 |
| o311a | 1 |
| nand4 | 21 |
| ha | 8 |
| and3b | 1 |
| nand2b | 2 |
| and3 | 10 |
| nand2 | 21 |
| o21ai | 6 |
| a21boi | 1 |
| nand3b | 2 |
| a41o | 1 |
| xnor2 | 26 |
| a21o | 1 |
| nor2b | 1 |
| clkinv | 3 |
==> cell type report <==
class,count,share of cell area (%)
Tap cell,184,4.503
Sequential cell,85,49.93
Clock buffer,10,4.479
Timing Repair Buffer,15,2.643
Inverter,8,0.5874
Clock inverter,6,0.9545
Multi-Input combinational cell,293,36.91
==> metal layers <==
metal	vias up	wire, um
met1	1393	4079
met3	9	445
li1	1495	-
met5	-	0
met4	0	114
met2	59	3473
Power is estimated from default activity; no workload was simulated.
